`/design/flow/run.sh`:
```
#!/bin/bash
# OpenROAD 26Q1-2900-gdf79404cd8, Yosys 0.63+post, stock flow scripts
make -C /OpenROAD-flow-scripts/flow DESIGN_CONFIG=/design/flow/config.mk WORK_HOME=/design/flow/orfs finish
```
`/design/flow/config.mk`:
```
export PLATFORM = sky130hd
export DESIGN_NAME = BouncingLED
export DESIGN_NICKNAME = BouncingLED
export VERILOG_FILES = /design/flow/design.v
export SDC_FILE = /design/flow/constraint.sdc
export NUM_CORES = 4
export LEC_CHECK = 1
export CORE_UTILIZATION = 40
```
`/design/flow/constraint.sdc`:
```
current_design BouncingLED

set clk_period 10.7
set clk_io_pct 0.2

create_clock -name clk0 -period $clk_period [get_ports {CLOCK_50}]

set non_clock_inputs [all_inputs -no_clocks]
set_input_delay [expr $clk_period * $clk_io_pct] -clock clk0 $non_clock_inputs
set_output_delay [expr $clk_period * $clk_io_pct] -clock clk0 [all_outputs]
```
`/design/flow/design.v`:
```
`timescale 1ns/1ps
module BouncingLED(
	input CLOCK_50,
	input [2:0] KEY,
	output reg [9:0] LEDR,
	output [7:0] HEX0,
	output [7:0] HEX1,
	output [7:0] HEX2,
	output [7:0] HEX3
	);
	reg [1:0] KEY_sync, KEY_A, KEY_B;
	wire KEY_0, KEY_1;
	assign KEY_0 = KEY_sync[0];
	assign KEY_1 = KEY_sync[1];
	reg signed [31:0] velocity;
	localparam signed [31:0] delta_velocity_low = 32'sd3355; 
	localparam signed [31:0] delta_velocity_high = 32'sd3356; 
	reg [7:0] seconds_passed;
	wire time_step;
	reg time_step_reg;
	reg delta_switch_flag;
	wire [7:0] position_msb;
	assign position_msb = position[31:24];
	wire [7:0] velocity_msb;
	assign velocity_msb = velocity[31:24];
	localparam signed [31:0] FLOOR = 32'sd0;
	localparam signed [31:0] CEIL = 32'sd10;
	reg signed [31:0] position;
	always @(posedge CLOCK_50) begin
		KEY_sync <= KEY_B;
		KEY_B <= KEY_A;
		KEY_A <= KEY;
	end
	wire KEY_1_Edge;
	always @(posedge CLOCK_50) begin
		time_step_reg <= time_step;
		if (!KEY_0) begin  
			position <= 32'sd1000;
			velocity <= 32'sh03000000;
		end
		if (KEY_1_Edge)  
			velocity <= (velocity <= 32'sb0) ? 32'sh03000000 : velocity + 32'sh03000000;  
		if (time_step_reg) begin
			if (delta_switch_flag) begin
				velocity <= velocity - delta_velocity_low;
				delta_switch_flag <= !delta_switch_flag;
			end else begin
				velocity <= velocity - delta_velocity_high;
				delta_switch_flag <= ~delta_switch_flag;
			end
			position <= position + (velocity >>> 16);  
			if ((position <= FLOOR) && (velocity < 0)) begin
				velocity <= -((velocity >>> 2) * 3);  
				position <= 32'sh00000100;
			end
			if (position < 32'sb0)
				position <= 32'sb0;
			if ((position_msb >= CEIL) && (velocity > 0)) begin
				velocity <= -(velocity);
				position[31:24] <= CEIL - 1'b1;
			end
		end		
	end
	always @(*) begin  
		if (position < 32'sd1677721 * 1)
			LEDR[9:0] = 10'b0000000001;
		else if (position < 32'sd1677721 * 2)
			LEDR[9:0] = 10'b0000000010;
		else if (position < 32'sd1677721 * 3)
			LEDR[9:0] = 10'b0000000100;
		else if (position < 32'sd1677721 * 4)
			LEDR[9:0] = 10'b0000001000;
		else if (position < 32'sd1677721 * 5)
			LEDR[9:0] = 10'b0000010000;
		else if (position < 32'sd1677721 * 6)
			LEDR[9:0] = 10'b0000100000;
		else if (position < 32'sd1677721 * 7)
			LEDR[9:0] = 10'b0001000000;
		else if (position < 32'sd1677721 * 8)
			LEDR[9:0] = 10'b0010000000;
		else if (position < 32'sd1677721 * 9)
			LEDR[9:0] = 10'b0100000000;
		else
			LEDR[9:0] = 10'b1000000000;
	end
	EdgeDetector Key1_EdgeDetector(
		.CLOCK_50(CLOCK_50),
		.Signal(KEY_1),
		.Edge(KEY_1_Edge)
	);
	Timer_20_48us Timer_20_48us(
		.CLOCK_50(CLOCK_50),
		.Rollover(time_step),
		.Reset(!KEY[0]),
		);
	HEXDisplay HEX0Display(
		.HexInput(position_msb[3:0]),
		.DisplayOut(HEX0)
		);
	HEXDisplay HEX1Display(
		.HexInput(position_msb[7:4]),
		.DisplayOut(HEX1)
		);
	HEXDisplay HEX2Display(
		.HexInput(velocity_msb[3:0]),
		.DisplayOut(HEX2)
		);
	HEXDisplay HEX3Display(
		.HexInput(velocity_msb[7:4]),
		.DisplayOut(HEX3)
		);
endmodule
`timescale 1ns/1ps
module EdgeDetector(
	input Signal,
	input CLOCK_50,
	output reg Edge
	);
	reg CurrentInput, OneClockDelay;
	always @(posedge CLOCK_50) begin
		CurrentInput <= Signal;
		OneClockDelay <= CurrentInput;
	end
	always @(posedge CLOCK_50) begin
	 	Edge = (CurrentInput & ~OneClockDelay) ? 1'b1 : 1'b0;
	end
endmodule
`timescale 1ns/1ps
module HEXDisplay(
	input [3:0] HexInput,
	output reg [7:0] DisplayOut
	);
	always @(*) begin
		case(HexInput)
			4'b0000: DisplayOut = ~8'b00111111;
			4'b0001: DisplayOut = ~8'b00000110;
			4'b0010: DisplayOut = ~8'b01011011;
			4'b0011: DisplayOut = ~8'b01001111;
			4'b0100: DisplayOut = ~8'b01100110;
			4'b0101: DisplayOut = ~8'b01101101;
			4'b0110: DisplayOut = ~8'b01111101;
			4'b0111: DisplayOut = ~8'b00000111;
			4'b1000: DisplayOut = ~8'b01111111;
			4'b1001: DisplayOut = ~8'b01100111;
			4'b1010: DisplayOut = ~8'b01110111;
			4'b1011: DisplayOut = ~8'b01111100;
			4'b1100: DisplayOut = ~8'b00111001;
			4'b1101: DisplayOut = ~8'b01011110;
			4'b1110: DisplayOut = ~8'b01111001;
			4'b1111: DisplayOut = ~8'b01110001;
			default: DisplayOut = ~8'b01101010;
		endcase
	end
endmodule
`timescale 1ns/1ps
module Timer_20_48us(
	input CLOCK_50, Reset,
	output reg [25:0] Count, Rollover
	);
	always @(posedge CLOCK_50) begin
		Rollover <= 1'b0;
		if (Reset) begin
			Count <= 26'b0;
			Rollover <= 1'b0;
		end else
			Count <= Count + 26'b1;
		if (Count >= 1024) begin
			Rollover <= 1'b1;
			Count <= 26'b0;
		end
	end
endmodule
```
==> impl_metrics.json <==
{
  "floorplan.core_area_um2": 29950,
  "cts-hold-fix-buffers": 0,
  "num_io_pins": 46,
  "crit_fanout": 14,
  "placementRows": 63,
  "numSynthFlops": 130,
  "clock_tree_from_tritoncts": "yes",
  "routed_wire_length_per_instance_um": 16.47,
  "layoutNonFillerInstCount": 1924,
  "post_route_cells_drive_above_1_share": 0.04954,
  "finalClockPeriodUsage": 0.5247,
  "h-tree-depth": 4,
  "antenna_cells_inserted": 0,
  "cell_count_of_the_worst_reg_to_reg_path": 18,
  "synth_area_leader_cell": "sky130_fd_sc_hd__ha_1",
  "route.detailed.vias_per_inst": 5.571,
  "clk_pin_slew_worst_paths_ns": 0.07,
  "fp-utilization": 0.4117,
  "floorplan.die_area_um2": 31530,
  "holdWs_ns": 0.3263,
  "floorplan.die.height_um": 177.6,
  "die.size.x_um": 177.6,
  "crit_required_ns": 8.56,
  "biggestRegsByFlops": "position (32), velocity (32), Timer_20_48us.Count (26)",
  "ys_top_cells_by_area": "sky130_fd_sc_hd__ha_1, sky130_fd_sc_hd__edfxtp_1, sky130_fd_sc_hd__dfxtp_1",
  "syn_inst": 1483,
  "setup.worst_path.start_class": "register",
  "place.port_buffers": 40,
  "yosys_warnings": 5,
  "worst_r2r_startpoint": "velocity[17]",
  "timing.setup.critical_path_class": "reg2out",
  "drtPass1Iterations": 5,
  "synthXorXnorAreaFrac": 0.06606,
  "synthFlopType": "sky130_fd_sc_hd__edfxtp_1",
  "timing.critical_path.to": "LEDR[4]",
  "number_of_pins_exceeding_their_max_slew_limit_in_the_final_report": 0,
  "sequence_of_cells_on_the_critical_path": "nor4_4 > nand2_1 > or4b_2 > nand3_1 > a31oi_1 > nor3b_1 > clkdlybuf4s50_1",
  "grt_start_max_net_pins": 37,
  "grt_setup_unrepaired": "no",
  "mostFrequentLayoutCell": "sky130_fd_sc_hd__ha_1",
  "critPathLaunch": "position[31]",
  "max_slew.worst_pin.slew_ns": 0.8438,
  "grt_pass1_wl_um": 51490,
  "dr.first_iter.drc_count": 718,
  "yosysTopAreaCellShare": 0.1898,
  "placement.setup.worst_slack_ns": 5.419,
  "setup_slack_ns": 5.086,
  "grt_antenna_before_repair": 0,
  "sum_of_net_half_perimeters_after_detailed_placement_um": 23650,
  "drc": 0,
  "yosys-stat-area_um2": 12330,
  "finalSetupTns_ns": 0,
  "timing.final.setup_violations": 0,
  "openroad.warnings": 94,
  "synthToLayoutAreaGrowth_pct": 11.49,
  "max_cap_viols": 0,
  "combined_area_of_the_multi_input_logic_cells_um2": 8382,
  "cts-resized-gates": 0,
  "synth-compound-area-share": 0.2142,
  "cp.arrival_ns": 3.47,
  "first_global_vias": 9910,
  "outcome": "finished, final reports clean",
  "yosys.stat.seqShare": 0.2638,
  "globalRoute.totalOverflow": 0,
  "routabilityCongestion": 0.9101,
  "final_period_minus_worst_setup_slack_ns": 5.614,
  "postSynthAreaPerCell_um2": 8.315,
  "yosys-mux-area-fraction": 0.01228,
  "fa_ha_area_frac": 0.1930,
  "edf_count": 65,
  "post_synth_num_cell_types": 88,
  "routed_wl_um": 31680,
  "placed_cells": 1892,
  "finalClockSkew_ns": 0.01153,
  "critPathCaptureType": "output pin",
  "post-route-util": 0.4589,
  "timing.fmax_ghz": 0.1781,
  "synth.cell_area_um2": 12330,
  "layout.cells.most_common_list": "sky130_fd_sc_hd__ha_1, sky130_fd_sc_hd__inv_1, sky130_fd_sc_hd__nor2_1",
  "slowest_stage": "sky130_fd_sc_hd__or4b_2",
  "crit_path_max_incr_delay_ns": 0.71,
  "cts_root_buffer": "sky130_fd_sc_hd__clkbuf_16",
  "synth_async_sr_flop_share": 0,
  "seqCellArea_um2": 3253,
  "tritoncts_num_sinks": 130,
  "post_cts_buffers": 0,
  "worst_path_dominant_cell_family": "simple AND/OR/NAND/NOR gates",
  "yosys_cells": 1483,
  "synth.logic.top_family": "AND-OR/OR-AND gates",
  "worst_hold_path_type": "reg2reg",
  "cts.path.max_buffers": 2,
  "timing.final.hold_violations": 0,
  "route.antenna.remaining_nets": 0,
  "worstPathBufferInverterCount": 1,
  "synth-simple-area-share": 0.1882,
  "worstReg2RegEnd": "HEX3[0]",
  "cts_inserted_buffers": 17,
  "skew_pair_late_insertion_delay_ns": 0.43,
  "reg2reg_setup_slack_ns": 5.35,
  "fillCellCount": 2889,
  "count_of_vias_placed_by_the_detailed_router": 10720,
  "slew-limit-headroom": 0.4315,
  "critical_path_cell_count": 7,
  "global_route.usage.total": 0.2104
}
==> worst reg2reg max path: cells and delay by family (launching register included) <==
kind | cells | cell delay, ns
AND-OR/OR-AND | 6 | 1.68
adder cells (fa/ha/maj) | 4 | 1.28
AND/OR/NAND/NOR | 4 | 0.85
flip-flops | 1 | 0.60
multiplexers | 1 | 0.46
buffers and inverters | 3 | 0.35
==> cell usage after synthesis, types with 39 or more instances <==
master                       n
sky130_fd_sc_hd__inv_1     131
sky130_fd_sc_hd__a21oi_1   114
sky130_fd_sc_hd__nand2_1   122
sky130_fd_sc_hd__edfxtp_1   65
sky130_fd_sc_hd__xnor2_1    68
sky130_fd_sc_hd__o21ai_0    54
sky130_fd_sc_hd__clkbuf_1   39
sky130_fd_sc_hd__nor2_1    129
sky130_fd_sc_hd__dfxtp_1    65
sky130_fd_sc_hd__ha_1      187
sky130_fd_sc_hd__nand3_1    45
==> per-layer routing <==
layer / part of all wire / wire length (um) / vias up / global-route usage
met2: 0.45 / 14280 / 248 / 0.3324
met5: 0 / 0 / - / 0
met3: 0.041 / 1301 / 48 / 0.01985
met4: 0.030 / 939 / 0 / 0.04986
li1: - / - / 5437 / -
met1: 0.48 / 15160 / 4986 / 0.3166
==> how the worst min path moves through the flow <==
stage,start,to,slack [ns],cells after the start
finish,KEY_sync[1],Key1_EdgeDetector.CurrentInput,0.33,0
CTS,KEY_sync[1],Key1_EdgeDetector.CurrentInput,0.32,0
global route,KEY_sync[1],Key1_EdgeDetector.CurrentInput,0.33,0
==> per-stage QoR <==
step           cell area, um2
2_1_floorplan           12390
6_report                13750
5_1_grt                 13750
3_5_place_dp            13160
3_3_place_gp            13160
4_1_cts                 13750
==> logic make-up after synthesis <==
| logic type | after synthesis |
|---|---|
| AND-OR/OR-AND | 395 |
| XOR/XNOR | 93 |
| adder cells (fa/ha/maj) | 189 |
| buffers and inverters | 190 |
| flip-flops | 130 |
| multiplexers | 15 |
| other | 2 |
| AND/OR/NAND/NOR | 469 |
==> area by class of cell <==
cell class,count,share of cell area
clock inverter,15,0.01165
tap,390,0.03550
sequential,130,0.2366
inverter,134,0.03659
timing repair buffer,58,0.03896
multi-input combinational,1180,0.6097
clock buffer,17,0.03095
